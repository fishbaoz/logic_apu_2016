==> flow/design.v <==
module LPC_Peri (
  input  wire        lclk         ,  
  input  wire        lreset_n     ,  
  input  wire        lframe_n     ,  
  inout  wire [ 3:0] lad_in       ,  
  output reg [ 3:0]  lpc_data_out ,  
  output reg         lpc_en       ,  
  input  wire        addr_hit     ,  
  output reg [15:0]  lpc_addr     ,  
  input  wire [ 7:0] din          ,  
  output reg  [ 7:0] lpc_data_in  ,  
  output reg         io_rden_sm   ,
  output reg         io_wren_sm   ,
  inout int_serirq,					 
  input [7:0] serirq                 
);
reg [ 4:0] current_state;
reg lad_in_dir;
assign lad_in = lad_in_dir ? lpc_data_out : 4'bzzzz;
always @ (posedge lclk or negedge lreset_n) begin
  if (~lreset_n) begin
    current_state <= 5'h00;
    lpc_addr <= 0;
    io_rden_sm <= 0;
	io_wren_sm <= 0;
    lad_in_dir <= 0;
    lpc_data_in <= 0;
    lpc_en <= 0;
  end
  else begin
    case (current_state)
      5'h00: begin
        lpc_addr <= 0;
        io_rden_sm <= 0;
		io_wren_sm <= 0;
        lad_in_dir <= 0;
        lpc_data_in <= 0;
        lpc_en <= 0;
        if ((lframe_n == 1'b0) && (lad_in == 4'h0))
          current_state <= 5'h01;
        else
          current_state <= 5'h00;
      end
      5'h01: begin
        if((lframe_n == 1'b1) && (lad_in == 4'h0))
          current_state <= 5'h02;
        else if((lframe_n == 1'b1) && (lad_in == 4'h2))
          current_state <= 5'h0D;
        else if((lframe_n == 1'b0) && (lad_in == 4'h0))
          current_state <= 5'h01;
        else
          current_state <= 5'h00;
      end
      5'h02: begin
        if(lframe_n == 1'b1) begin
          lpc_addr[15:12] <= lad_in;
          current_state <= 5'h03;
        end
        else
          current_state <= 5'h00;
      end
      5'h03: begin
        if(lframe_n == 1'b1) begin
          lpc_addr[11:8] <= lad_in;
          current_state <= 5'h04;
        end
        else
          current_state <= 5'h00;
      end
      5'h04: begin
        if(lframe_n == 1'b1) begin
          lpc_addr[7:4] <= lad_in;
          current_state <= 5'h05;
        end
        else
          current_state <= 5'h00;
      end
      5'h05: begin
        if(lframe_n == 1'b1) begin
          lpc_addr[3:0] <= lad_in;
          current_state <= 5'h06;
        end
        else
          current_state <= 5'h00;
      end
      5'h06: begin
        if((lframe_n == 1'b1)&&(lad_in == 4'hf)) begin
          current_state <= 5'h07;
          io_rden_sm <= 1;
          lpc_en <= 1;
        end
        else begin
          current_state <= 5'h00;
          io_rden_sm <= 0;
          lpc_en <= 0;
        end
      end
      5'h07: begin
        if((lframe_n == 1'b1)&&(addr_hit == 1'b1)) begin
          current_state <= 5'h08;
          lad_in_dir <= 1;
          lpc_data_out <= 4'b0000;
        end
        else begin
          current_state <= 5'h00;
          lad_in_dir <= 0;
          lpc_data_out <= 0;
        end
      end
      5'h08: begin
        if(lframe_n == 1'b1) begin
          current_state <= 5'h09;
          lad_in_dir <= 1;
          lpc_data_out <= din[3:0];
        end
        else begin
          current_state <= 5'h00;
          lad_in_dir <= 0;
          lpc_data_out <= 0;
        end
      end
      5'h09: begin
        if(lframe_n == 1'b1) begin
          current_state <= 5'h0B;
          lad_in_dir <= 1;
          lpc_data_out <= din[7:4];
        end
        else begin
          current_state <= 5'h00;
          lad_in_dir <= 0;
          lpc_data_out <= 0;
        end
      end
      5'h0B: begin
        if(lframe_n == 1'b1) begin
          current_state <= 5'h0C;
          lad_in_dir <= 1;
          lpc_data_out <= 4'b1111;
        end
        else begin
          current_state <= 5'h00;
          lad_in_dir <= 0;
          lpc_data_out <= 0;
        end
      end
      5'h0C: begin
          current_state <= 5'h00;
          lad_in_dir <= 0;
          lpc_data_out <= 0;
          lpc_en <= 0;
      end
      5'h0D: begin
        if(lframe_n == 1'b1) begin
          lpc_addr[15:12] <= lad_in;
          current_state <= 5'h0E;
        end
        else
          current_state <= 5'h00;
      end
      5'h0E: begin
        if(lframe_n == 1'b1) begin
          lpc_addr[11:8] <= lad_in;
          current_state <= 5'h0F;
        end
        else
          current_state <= 5'h00;
      end
      5'h0F: begin
        if(lframe_n == 1'b1) begin
          lpc_addr[7:4] <= lad_in;
          current_state <= 5'h10;
        end
        else
          current_state <= 5'h00;
      end
      5'h10: begin
        if(lframe_n == 1'b1) begin
          lpc_addr[3:0] <= lad_in;
          current_state <= 5'h11;
        end
        else
          current_state <= 5'h00;
      end
      5'h11: begin
        if(lframe_n == 1'b1) begin
          current_state <= 5'h12;
          lpc_data_in[3:0] <= lad_in;
        end
        else begin
          current_state <= 5'h00;
          lpc_data_in <= 0;
        end
      end
      5'h12: begin
        if(lframe_n == 1'b1) begin
          current_state <= 5'h13;
          lpc_data_in[7:4] <= lad_in;
        end
        else begin
          current_state <= 5'h00;
          lpc_data_in <= 0;
        end
      end
      5'h13: begin
        if((lframe_n == 1'b1)&&(lad_in == 4'hf)) begin
          current_state <= 5'h14;
          io_wren_sm <= 1;
          lpc_en <= 1;
        end
        else begin
          current_state <= 5'h00;
          io_wren_sm <= 0;
          lpc_en <= 0;
        end
      end
      5'h14: begin
        if((lframe_n == 1'b1)&&(addr_hit == 1'b1)) begin
          current_state <= 5'h15;
          lad_in_dir <= 1;
          lpc_data_out <= 4'b0000;
        end
        else begin
          current_state <= 5'h00;
          lad_in_dir <= 0;
          lpc_data_out <= 0;
        end
      end
      5'h15: begin
        if(lframe_n == 1'b1) begin
          current_state <= 5'h16;
          lad_in_dir <= 1;
          lpc_data_out <= 4'b1111;
        end
        else begin
          current_state <= 5'h00;
          lad_in_dir <= 0;
          lpc_data_out <= 0;
        end
      end
      5'h16: begin
        lad_in_dir <= 0;
        lpc_data_out <= 0;
        lpc_en <= 0;
        current_state <= 5'h00;
      end
      default: begin
        lpc_addr <= 0;
        io_rden_sm <= 0;
		io_wren_sm <= 0;
        lad_in_dir <= 0;
        lpc_data_in <= 0;
        lpc_en <= 0;
        current_state <= 5'h00;
      end
	endcase
  end
end
reg [5:0] serirq_cnt;
reg [3:0] serirq_shift;  
reg [1:0] irq_state;
wire serirq_dir;
wire serirq_data;
assign int_serirq = serirq_dir ? ~serirq_data : 1'bz;
assign serirq_data = ((serirq_cnt == 6'h02) && serirq[0])				 
					|| ((serirq_cnt == 6'h05) && serirq[1])				 
					|| ((serirq_cnt == 6'h08) && serirq[2])				 
					|| ((serirq_cnt == 6'h0b) && serirq[3])				 
					|| ((serirq_cnt == 6'h0e) && serirq[4])				 
					|| ((serirq_cnt == 6'h11) && serirq[5])				 
					|| ((serirq_cnt == 6'h14) && serirq[6])				 
					|| ((serirq_cnt == 6'h17) && serirq[7]);			 
assign serirq_dir = (((serirq_cnt == 6'h02) || (serirq_cnt == 6'h03)) && serirq[0])			 
					|| (((serirq_cnt == 6'h05) || (serirq_cnt == 6'h06)) && serirq[1])		 
					|| (((serirq_cnt == 6'h08) || (serirq_cnt == 6'h09)) && serirq[2])		 
					|| (((serirq_cnt == 6'h0b) || (serirq_cnt == 6'h0c)) && serirq[3])		 
					|| (((serirq_cnt == 6'h0e) || (serirq_cnt == 6'h0f)) && serirq[4])		 
					|| (((serirq_cnt == 6'h11) || (serirq_cnt == 6'h12)) && serirq[5])		 
					|| (((serirq_cnt == 6'h14) || (serirq_cnt == 6'h15)) && serirq[6])		 
					|| (((serirq_cnt == 6'h17) || (serirq_cnt == 6'h18)) && serirq[7]);		 
always @ (posedge lclk or negedge lreset_n) begin
	if (~lreset_n) begin
		irq_state <= 2'b00;
		serirq_cnt <= 0;
		serirq_shift <= 4'b1111;
	end
	else begin
		case (irq_state)
			2'b00: begin
				serirq_cnt <= 0;
				serirq_shift <= 4'b1111;
				irq_state <= 2'b01;
			end
			2'b01: begin
				serirq_shift[0] <= int_serirq;
				serirq_shift[3:1] <= serirq_shift[2:0];
				if({serirq_shift, int_serirq}== 5'b0_0001) begin
					irq_state <= 2'b10;
					serirq_cnt <= 2;  
				end
				else begin
					irq_state <= irq_state;
					serirq_cnt <= 0;
				end
			end
			2'b10: begin
				serirq_cnt <= serirq_cnt + 1;
				if(serirq_cnt <= 62)
					irq_state <= irq_state;
				else
					irq_state <= 2'b00;
			end
			default: begin
				serirq_cnt <= 0;
				serirq_shift <= 4'b1111;
				irq_state <= 2'b01;
			end
		endcase
	end
end
endmodule
==> flow/run.sh <==
#!/bin/bash
# OpenROAD 26Q1-2900-gdf79404cd8, Yosys 0.63+post, stock flow scripts
make -C /OpenROAD-flow-scripts/flow DESIGN_CONFIG=/design/flow/config.mk WORK_HOME=/design/flow/orfs finish
==> flow/config.mk <==
export PLATFORM = sky130hd
export DESIGN_NAME = LPC_Peri
export DESIGN_NICKNAME = LPC_Peri
export VERILOG_FILES = /design/flow/design.v
export SDC_FILE = /design/flow/constraint.sdc
export NUM_CORES = 4
export LEC_CHECK = 1
export CORE_UTILIZATION = 30
==> flow/constraint.sdc <==
current_design LPC_Peri

set clk_period 3.1
set clk_io_pct 0.2

create_clock -name clk0 -period $clk_period [get_ports {lclk}]

set non_clock_inputs [all_inputs -no_clocks]
set_input_delay [expr $clk_period * $clk_io_pct] -clock clk0 $non_clock_inputs
set_output_delay [expr $clk_period * $clk_io_pct] -clock clk0 [all_outputs]
==> deck_impl_summary.md <==
Flow Results at a Glance

Status
  • Outcome: did not finish
  • Failed at: 4_1_cts
  • Error Message: [error] [KeplerFormal.cpp:679] Workflow failed: Iso has multiple drivers: .lad_in0, lad_in[0]$_DFFE_PP_.Q0

Die
  • FP Util: 30.7%
  • Die Wd: between 100 and 150 um
  • Io pins: 56
  • Die height: around 100 um
  • # rows: 37

Synthesis
  • Main logic family after synthesis: simple AND/OR/NAND/NOR gates
  • Netlist Area Pre-Place: roughly 3200 um^2
  • FF+latch count, synth: 66
  • Yosys cell types: slightly below 50
  • Sequential-to-total area share from yosys stat: 53.2%
  • Yosys aoi share: 7.13%
  • Yosys Chip Area: 3160 um^2
  • Mux share: 9.83%
  • Most used flip-flop cell: dfrtp_1
  • Mean Syn Cell Area: about 11 um^2
  • Synth Area in XOR/XNOR: 1.11%
  • Asr flop ratio synth: 93.9%
  • Yosys warns: 3
  • Synth Instances: 276
  • # Cells Yosys: roughly 280
  • Count of library flops with an enable pin: 4
  • Simple share: 22.3%
  • Adder Share, Synth: 1.58%

Clock tree
  • Root buf cell: clkbuf_8
  • # resized after CTS: 0
  • H-tree levels: 3
  • Clock buffer count from CTS: 9
  • Cts hold-fix bufs: 0
  • Max clock buf depth: 2
  • Setup Fix Bufs, Post-CTS: 0
  • CTS Sinks: 66

Placed design
  • Placer Congestion: 0.840
  • Port Buffer Count: 50
  • DP HPWL: 4680 um
  • Place WS: 0.548 ns
## through the flow
stage	instances	power, mW	cell area, um^2	util (%)
after floorplan	276	1.25	3160	-
after global placement	453	1.34	3790	36.8
after detailed placement	453	1.34	3790	36.8
## Yosys cell counts, types with 5 or more instances
| cell type | number | area, um^2 |
|---|---|---|
| dfrtp_1 | 56 | 1400 |
| inv_1 | 23 | 86.3 |
| nor2_1 | 19 | 71.3 |
| nand2_1 | 18 | 67.6 |
| and2_1 | 16 | 100 |
| mux2i_1 | 16 | 160 |
| and3_1 | 13 | 81.3 |
| o21ai_0 | 9 | 45.0 |
| mux2_2 | 8 | 90.1 |
| clkbuf_1 | 6 | 22.5 |
| dfstp_2 | 6 | 158 |
| nor4_4 | 5 | 106 |
## kinds of logic after synthesis
kind of cell             after synthesis
AND-OR/OR-AND                         31
flip-flops                            66
XOR/XNOR                               4
adder cells (fa/ha/maj)                4
multiplexers                          28
AND/OR/NAND/NOR                      107
buffers and inverters                 36
Power figures rest on the tool's default switching activity, not on a simulated workload.
